--- /design/flow/run.sh ---
#!/bin/bash
# OpenROAD 26Q1-2900-gdf79404cd8, Yosys 0.63+post, stock flow scripts
make -C /OpenROAD-flow-scripts/flow DESIGN_CONFIG=/design/flow/config.mk WORK_HOME=/design/flow/orfs finish
--- /design/flow/config.mk ---
export PLATFORM = sky130hd
export DESIGN_NAME = axi4_lite_interface
export DESIGN_NICKNAME = axi4_lite_interface
export VERILOG_FILES = /design/flow/design.v
export SDC_FILE = /design/flow/constraint.sdc
export NUM_CORES = 4
export LEC_CHECK = 1
export CORE_UTILIZATION = 30
--- /design/flow/constraint.sdc ---
current_design axi4_lite_interface

set clk_period 6.8
set clk_io_pct 0.2

create_clock -name clk0 -period $clk_period [get_ports {clk}]

set non_clock_inputs [all_inputs -no_clocks]
set_input_delay [expr $clk_period * $clk_io_pct] -clock clk0 $non_clock_inputs
set_output_delay [expr $clk_period * $clk_io_pct] -clock clk0 [all_outputs]
--- /design/flow/design.v ---
module axi4_lite_interface (
input	wire			clk,reset_n,
	input	wire 	[31:0]	awaddr,
	input	wire 	[31:0]	wdata,
	input	wire 			wvalid,
	output	reg 			wready,
	input	wire 			bready,
	output	reg 			bvalid,
	input	wire 	[31:0]	araddr,
	output	reg 	[31:0]	rdata,
	output	reg 			rvalid,
	input	wire 			rready,
	output	wire	[31:0]	load_value,
	output	reg				start,stop,
	input	wire			expired
);
reg 	[31:0]	LOAD;
reg				CONTROL;
always@(posedge clk,negedge reset_n)
begin
	if(!reset_n)
	begin
		LOAD 	<= 32'd0;
		CONTROL <= 1'b0 ;
		start	<= 1'b0 ;
		stop	<= 1'b0 ;
		wready	<= 1'b0 ;
		bvalid	<= 1'b0 ;
		rvalid	<= 1'b0 ;
	end
	else
	begin
		wready <= wvalid && !wready;					
		if (wready) begin
			case(awaddr)
				32'h00:	LOAD <= wdata;
				32'h04:	begin
							CONTROL <= wdata[0];
							if(wdata[0]) 	start <= 1'b1;
							else			stop  <= 1'b1;
						end
			endcase
			bvalid <= 1'b1;
		end
		if(bvalid && bready) bvalid <= 1'b0;	 
		if(start) start <= 1'b0;
		if(stop)  stop 	<= 1'b0;
		if(rready && !rvalid) begin
			rvalid <= 1'b1;
			case(araddr)
				32'h00: rdata <= LOAD;
				32'h04: rdata <= {31'b0,CONTROL};
				32'h08: rdata <= {31'b0,expired};
			endcase
		end
		if(rvalid && rready) rvalid <= 1'b0;
	end
end
assign load_value = LOAD;
endmodule
==> flow_summary.toml <==
# generated from flow reports
[setup_path]
crit_family = "simple AND/OR/NAND/NOR gates"
cp.required_ns = 7.02
crit_path_start_kind = "input port"
critPathSlowestCell = "nor3_4"
r2r_end = "LOAD[27]"
path_class = "in2reg"
endpoint_kind = "flop"
crit_path_max_fanout = 17
cp.arrival_ns = 3.76
r2r-start = "wready"
cp.depth = 6
crit_chain = "clkdlybuf4s50_1, nor4_1, nand4_1, nor3_4, buf_4, mux2_2"
critPathBufInv = 2
slowest_delay_ns = 0.69
r2r_cells = 5
reg2reg_slack_ns = 4.41
critPathLaunch = "awaddr[10]"

[clock_tree]
root_buffer = "clkbuf_8"
numCtsBuffers = 9
cts-htree-levels = 3
clockBufferDepth = 2
post_cts_buffers = 0
cts_tree = "done"
ctsResizeCount = 0
cts.sinks = 70
holdBufCountCts = 0
clk_latency_ns = 0.34
path_clk_slew_ns = 0.07

[route]
drc_errors = 0
wl_mm = 6.64
drt_iter0_markers = 37
first_pass_iters = 26
via_count = 2101
diodes = 0
ant_nets = 0
via_per_inst = 4.46
wl_per_cell_um = 14.1

[power]
pwr-share-seq_pct = 46.6
clkPwrFrac_pct = 45.1
comb_power_share_pct = 8.3
power_density_nw_per_um2 = 197
p_int_mw = 0.786
p_leak_nw = 1.93
irDropWorstVdd_mv = 0.126
netSwitchingFraction_pct = 18.0
p_total_mw = 0.959
switchingPower_mw = 0.173

[final_timing]
finalSetupViolCount = 0
final.period_utilization_pct = 52.1
finalSetupTns_ns = 0
slew_violations = 0
relSlewSlack_pct = 43.9
rsz0062_at_grt = "no"
layout_min_cycle_time_ns = 3.54
whs_ns = 0.427
hold_viol = 0
fin_worst_skew_ns = 0.00680
tightest_slew_ns = 0.838
fmax_mhz = 282

[global_route]
grt_pass1_wl_mm = 11.1
grtUsageTotal_pct = 15.4
grt_pass1_vias = 2270
met3_usage_pct = 5.89
grt_max_degree = 40
met2_usage_pct = 25.7
antenna_found_initial = 0
gr-usage-met1_pct = 20.6
grt_overflow = 0
grt_busiest_layer = "met2"

[die]
fp_util_pct = 31.4
core-area_um2 = 8850
die.size.y_um = 98.3
top_level_ports = 171
dieArea_um2 = 9660
die-width_um = 98.3
rows = 34

[synth]
yosys-stat-cells = 179
avgSynthCellArea_um2 = 15.5
synth.cell_area_um2 = 2780
synth_warnings = 1
ys_seq_share_pct = 68.7
yosys_area_um2 = 2780
syn_inst = 179
ys.flops = 70
yosysUniqueCellTypes = 24

[hold_path]
min_path_cells = 1
min_from = "stop"
holdPathEnd = "stop"
hold_class = "reg2reg"

[placed_design]
numPortBuffers = 170
place_congestion = 0.731
dp.final_hpwl_mm = 4.94

[final_layout]
drive_gt1_share_pct = 14.6
fillers = 745
fin_util_pct = 55.0
area_growth_pct = 74.9

[run]
tool_warnings = 25
max-cap-violations = 0

[status]
status = "complete, no violations"
[per-layer routing]
layer / vias up / part of all wire (%)
li1: 1017 / -
met1: 976 / 41
met2: 102 / 49
met3: 6 / 9.4
met4: 0 / 1.1
met5: - / 0
[flip-flops by register name, indices dropped and copies added, names as in the netlist]
name and flops:
LOAD 32, rdata 32, CONTROL 1, bvalid 1, rvalid 1, start 1
stop 1, wready 1
[placed cells by master, fill, tap and decap left out, drive strengths merged, types with 2 or more instances in the layout]
cell type      Yosys  routed
clkdlybuf4s50      0     169
dfrtp             38      38
mux2              33      33
nor2b             32      32
edfxtp            32      32
nor4              14      14
clkbuf             0      10
inv                4       5
buf                6       5
nand4              4       4
bufinv             0       4
nor3               3       3
nor2               2       2
[power by group through the flow]
| stage | Combinational, mW | Sequential, mW | Clock (mW) |
|---|---|---|---|
| 5_1_grt | 0.0859 | 0.447 | 0.464 |
| 6_report | 0.0800 | 0.447 | 0.432 |
| 4_1_cts | 0.0814 | 0.447 | 0.450 |
[through the flow]
| step | instance area (um2) | cells | worst slack (ns) |
|---|---|---|---|
| 6_report | 4870 | 471 | 3.26 |
| 5_1_grt | 4870 | 471 | 3.02 |
| 4_1_cts | 4870 | 471 | 3.21 |
| 3_5_place_dp | 4610 | 455 | 2.83 |
| 3_3_place_gp | 4610 | 455 | 2.85 |
| 2_1_floorplan | 2780 | 179 | 0.844 |
[worst register-to-register path, cell delays in order, from the launching register on]
cell and delay [ns]:
dfrtp_1 0.39, nor4b_1 0.24, nand4_1 0.20, nor3_4 0.69
buf_4 0.38, mux2_2 0.37
[synth_stat cells]
library cell,n,area [um2]
nand3b_1,1,7.51
and3b_1,1,8.76
nor3b_1,1,7.51
a31oi_1,1,6.26
nor3_4,1,16.3
o32ai_1,1,8.76
nor4b_1,1,8.76
nor2b_1,32,200
nand4_1,4,25.0
edfxtp_1,32,961
buf_2,3,15.0
mux2i_1,1,10.0
nor3_1,2,10.0
mux2_1,2,22.5
nand2_1,1,3.75
mux2_2,31,349
a2111oi_0,1,8.76
nor2_1,2,7.51
inv_1,4,15.0
xnor2_1,1,8.76
buf_6,3,33.8
xor2_1,1,8.76
nor4_1,14,87.6
dfrtp_1,38,951
[worst max-delay path by stage]
stage               to  slack, ns
CTS           LOAD[30]       3.21
global route   LOAD[2]       3.02
finish        LOAD[27]       3.26
[logic make-up (layout without fill, tap and decap cells)]
logic type / after synthesis / after routing / synth area share, %
AND-OR/OR-AND: 3 / 3 / 0.855
XOR/XNOR: 2 / 2 / 0.630
buffers and inverters: 10 / 194 / 2.29
flip-flops: 70 / 70 / 68.7
multiplexers: 34 / 34 / 13.7
AND/OR/NAND/NOR: 60 / 60 / 13.8
[final cells by class]
type                       count  area [um2]  area share [%]
timing repair buffer         174        1730            35.5
multi-input combinational     99         817            16.8
inverter                       4        15.0           0.309
clock inverter                 6         133            2.73
sequential                    70        1910            39.3
clock buffer                  10         128            2.62
tap                          108         135            2.78
Power and IR drop assume default switching activity.
