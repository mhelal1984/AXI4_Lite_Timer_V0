### config.mk
export PLATFORM = sky130hd
export DESIGN_NAME = axi_stream_data_mover
export DESIGN_NICKNAME = axi_stream_data_mover
export VERILOG_FILES = /design/flow/design.v
export SDC_FILE = /design/flow/constraint.sdc
export NUM_CORES = 4
export LEC_CHECK = 1
export CORE_UTILIZATION = 30
### design.v
module axi_stream_data_mover (
input	wire			clk,
input	wire			reset_n,
input	wire	[31:0]	s_axis_tdata,		 
input	wire			s_axis_tvalid,       
output	wire			s_axis_tready,       
output	wire	[31:0]	m_axis_tdata,		 
output	wire			m_axis_tvalid,       
input	wire			m_axis_tready       
);
reg	[31:0]	data_reg;
reg			data_valid;
always@(posedge clk,negedge reset_n)
begin
	if(!reset_n)
	begin
		data_reg <= 32'd0;
		data_valid <= 1'b0;
	end
	else if(s_axis_tvalid && s_axis_tready)		 
	begin
		data_reg <= s_axis_tdata;					 
		data_valid <= 1'b1;							 
	end
	else if(m_axis_tvalid && m_axis_tready)		 
	begin											 
		data_valid <= 1'b0;							 
	end
end
assign m_axis_tdata		= data_reg;
assign m_axis_tvalid	= data_valid;
assign s_axis_tready = !data_valid || (m_axis_tvalid && m_axis_tready);
endmodule
### constraint.sdc
current_design axi_stream_data_mover

set clk_period 3.3
set clk_io_pct 0.2

create_clock -name clk0 -period $clk_period [get_ports {clk}]

set non_clock_inputs [all_inputs -no_clocks]
set_input_delay [expr $clk_period * $clk_io_pct] -clock clk0 $non_clock_inputs
set_output_delay [expr $clk_period * $clk_io_pct] -clock clk0 [all_outputs]
### run.sh
#!/bin/bash
# OpenROAD 26Q1-2900-gdf79404cd8, Yosys 0.63+post, stock flow scripts
make -C /OpenROAD-flow-scripts/flow DESIGN_CONFIG=/design/flow/config.mk WORK_HOME=/design/flow/orfs finish
==> flow_summary.json <==
{
  "syn_avg_cell_area_um2": 19.6,
  "slew-limit-headroom": 0.600,
  "final_worst_path_cycle_share": 0.715,
  "run_status": "finished, final reports clean",
  "grt_pass1_wl_um": 4400,
  "power.sequential.fraction": 0.476,
  "ctsLongestPathBuffers": 2,
  "clkSlewWorstSetupHoldPaths_ps": 60,
  "die_h_um": 70.1,
  "max_cap_violations": 0,
  "finalWeightedCongestion": 0.726,
  "ios": 70,
  "chip_area_um2": 4910,
  "fp_util": 0.315,
  "post-route-drc-count": 0,
  "fp-row-count": 24,
  "core_region_area_um2": 4410,
  "ctsResizeCount": 0,
  "switching_part_of_the_total_power": 0.208,
  "clock.latency.late_pin_ps": 270,
  "p_clk_frac": 0.271,
  "postCtsHoldBufs": 0,
  "final.min_clock_period_ps": 2360,
  "largest_net_degree_at_the_start_of_global_routing": 34,
  "grt_usage": 0.118,
  "unrepaired_setup_endpoints_after_global_routing": "no",
  "dr.first_iter.drc_count": 38,
  "worst_case_vdd_ir_drop_uv": 168,
  "cellInternalPower_mw": 0.824,
  "die_w_um": 70.1,
  "synth-cells-yosys": 71,
  "total_power_mw": 1.04,
  "critPathArrivalTime_ps": 1700,
  "synth_warnings": 1,
  "ys_seq_elements": 33,
  "hold_depth": 1,
  "fraction_of_layout_instances_using_a_drive_strength_above_1": 0.288,
  "number_of_i_o_port_buffers": 69,
  "hold_slack_ps": 506,
  "drt_pre_antenna_iters": 2,
  "tritoncts": "yes",
  "synth_sequential_area_ratio": 0.594,
  "vias_per_cell": 4.28,
  "final_setup_tns_ps": 0,
  "ctsHtreeMaxLevel": 2,
  "numCtsBuffers": 5,
  "clock-root-buffer": "sky130_fd_sc_hd__clkbuf_8",
  "worstPathRequired_ps": 2640,
  "drt_wl_total_um": 2650,
  "syn_area_um2": 1390,
  "final_antenna_net_count": 0,
  "max_freq_ghz": 0.424,
  "largest_register_ff_count": 32,
  "final-setup-viol-count": 0,
  "r2r.worst_path.cells": 3,
  "ys_chip_area_um2": 1390,
  "wirelength_per_cell_um": 13.4,
  "finalMaxSlewViolations": 0,
  "post_synth_inst_count": 71,
  "tritoncts_num_sinks": 33,
  "vias": 847,
  "flow.area_growth_from_synthesis_pct": 56.5,
  "worst-path-max-fanout": 3,
  "critPathLaunchType": "input port",
  "multiInputGateArea_um2": 505,
  "power-per-cell-area_nw_per_um2": 478,
  "final.fill_count": 379,
  "timing.final.hold_violations": 0,
  "fin_skew_ps": 3.70,
  "num_antenna_cells": 0,
  "power.combinational.fraction": 0.253,
  "final-seq-area_um2": 826,
  "cts.repair_timing.setup_buffer_count": 0,
  "grt_pass1_vias": 866,
  "leakage_nw": 0.993,
  "antenna_violations_before_repair": 0,
  "final_area_um2": 2180,
  "endpoint_kind": "output pin",
  "timing_worst_slew_pin_value_ps": 600,
  "power.net_switching_mw": 0.217,
  "grt_overflow": 0,
  "detailed_place_hpwl_um": 1850,
  "synth_cell_types": 7,
  "setup.worst_path.class": "input port to output pin",
  "area_after_dpl_um2": 2090,
  "hold_path_class": "flop to flop",
  "warnings": 25
}
cell type report:
class	count	area share
clock buffers	6	0.0333
clock inverters	2	0.00460
multi-input cells	35	0.232
flip-flops and latches	33	0.379
well taps	52	0.0299
repair buffers	70	0.321
routing by layer:
layer | vias up | global-route usage | routed length [um]
li1 | 394 | - | -
met1 | 409 | 0.184 | 1190
met2 | 40 | 0.172 | 1210
met3 | 4 | 0.0365 | 208
met4 | 0 | 0.0178 | 46
met5 | - | 0 | 0
path summary, 6_finish.rpt:
kind | slack (ps) | from | to
min in group asynchronous | 790 | reset_n | data_reg[26]$_DFFE_PN0P_
worst max register to register | 1860 | data_valid$_DFFE_PN0P_ | data_reg[26]$_DFFE_PN0P_
worst max-delay path | 940 | m_axis_tready | s_axis_tready
max in group asynchronous | 2220 | reset_n | data_reg[2]$_DFFE_PN0P_
worst min-delay path | 510 | data_reg[19]$_DFFE_PN0P_ | data_reg[19]$_DFFE_PN0P_
worst min register to register | 510 | data_reg[19]$_DFFE_PN0P_ | data_reg[19]$_DFFE_PN0P_
cell families after synthesis:
group,after synthesis,share of synthesized area
flops,33,0.594
mux,32,0.340
simple gates,3,0.0234
buf+inv,3,0.0432
worst max-delay path, stage by stage:
cell and delay [ps]:
sky130_fd_sc_hd__clkdlybuf4s50_1 450, sky130_fd_sc_hd__nand2b_4 130, sky130_fd_sc_hd__clkdlybuf4s50_1 460
synthesized netlist by cell type:
| cell | instances | area (um2) |
|---|---|---|
| sky130_fd_sc_hd__dfrtp_1 | 33 | 826 |
| sky130_fd_sc_hd__or2b_1 | 1 | 7.51 |
| sky130_fd_sc_hd__mux2_2 | 2 | 22.5 |
| sky130_fd_sc_hd__buf_12 | 3 | 60.1 |
| sky130_fd_sc_hd__mux2_4 | 30 | 450 |
| sky130_fd_sc_hd__nand2b_4 | 1 | 13.8 |
| sky130_fd_sc_hd__nand2_4 | 1 | 11.3 |
power by group through the flow:
stage	Combinational [mW]	Sequential [mW]	Clock (mW)
4_1_cts	0.269	0.496	0.297
5_1_grt	0.283	0.504	0.318
6_report	0.264	0.496	0.282
through the flow:
| step | cells | worst slack, ps | utilization |
|---|---|---|---|
| 5_1_grt | 198 | 914 | 0.493 |
| 2_1_floorplan | 71 | 1830 | - |
| 4_1_cts | 198 | 933 | 0.493 |
| 6_report | 198 | 942 | 0.493 |
| 3_5_place_dp | 190 | 926 | 0.474 |
| 3_3_place_gp | 190 | 934 | 0.474 |
cells in the final DEF (no fill, tap or decap), drive strengths merged:
cell type,synthesis,layout
nand2b,1,1
buf,3,1
or2b,1,1
mux2,32,32
dfrtp,33,33
clkinv,0,2
clkbuf,0,6
clkdlybuf4s50,0,69
nand2,1,1
No activity file was given, so power comes from the tool's default toggle rates.
