==> design/flow/design.v <==
module axi4_lite_if (
	input	wire			clk,reset_n,
	input	wire 	[31:0]	awaddr,
	input	wire 			awvalid,
	output	reg 			awready,
	input	wire 	[31:0]	wdata,
	input	wire 			wvalid,
	output	reg 			wready,
	input	wire 			bready,
	output	reg 			bvalid,
	input	wire 	[31:0]	araddr,
	input	wire 			arvalid,
	output	reg 			arready,
	output	reg 	[31:0]	rdata,
	output	reg 			rvalid,
	input	wire 			rready,
	output	wire	[31:0]	load_value,
	output	reg				start,stop,
	input	wire			expired
);
reg	[31:0]		awaddr_reg,araddr_reg;
reg				awaddr_waiting,araddr_waiting;	
reg	[31:0]		load_reg;
reg				control_reg;
always@(posedge clk,negedge reset_n) begin
	if(!reset_n)
	begin
		awready 		    <= 1'b0;
		awaddr_reg 		  <= 32'b0;
		awaddr_waiting 	<= 1'b0;
		wready 		    	<= 1'b0;
		bvalid	 		    <= 1'b0;
		araddr_reg		<= 32'b0;
		araddr_waiting 	<= 1'b0;
		arready 		<= 1'b0;
		rdata	 		<= 32'b0;
		rvalid	 		<= 1'b0;
		start 			<= 1'b0;
		stop	 		<= 1'b0;
		load_reg	 	<= 32'b0;
		control_reg	 	<= 1'b0;
	end
	else begin
		if(awvalid && !awready )begin
			awready		<= 1'b1;
			awaddr_reg 	<= awaddr;
			awaddr_waiting <= 1'b1;
		end
		else begin
			awready <= 1'b0;
		end
		wready <= wvalid && !wready;	 
		if ( wvalid && !wready && awaddr_waiting)	 
		begin
			case(awaddr_reg)
				32'h00:	load_reg <= wdata;
				32'h04:begin
					control_reg <= wdata[0];
					if(wdata[0])	start <= 1'b1;
					else			stop  <= 1'b1;
				end
			endcase
			awaddr_waiting <= 1'b0;
			bvalid <= 1'b1;
		end
		if(start)	start <= 1'b0;
		if(stop )   stop  <= 1'b0;
		if(bvalid && bready)	bvalid <= 1'b0;
		if(arvalid && !arready) begin 
			arready <= 1'b1;
			araddr_reg <= araddr;
			araddr_waiting <= 1'b1;
		end
		else
		begin
			arready  <= 1'b0;	 
		end
		if(rready && !rvalid && araddr_waiting)	 
		begin
			case(araddr_reg)
				32'h00:	rdata <= load_reg;
				32'h04:	rdata <= {31'b0,control_reg};
				32'h08: rdata <= {31'b0,expired};
				default: rdata <= 32'hDEADBEEF;
			endcase
			rvalid <= 1'b1;	 
			araddr_waiting <= 1'b0;	 
		end
		if (rvalid)	rvalid <= 1'b0;	 
	end
end
assign load_value = load_reg;	 
endmodule
==> design/flow/run.sh <==
#!/bin/bash
# OpenROAD 26Q1-2900-gdf79404cd8, Yosys 0.63+post, stock flow scripts
make -C /OpenROAD-flow-scripts/flow DESIGN_CONFIG=/design/flow/config.mk WORK_HOME=/design/flow/orfs finish
==> design/flow/config.mk <==
export PLATFORM = sky130hd
export DESIGN_NAME = axi4_lite_if
export DESIGN_NICKNAME = axi4_lite_if
export VERILOG_FILES = /design/flow/design.v
export SDC_FILE = /design/flow/constraint.sdc
export NUM_CORES = 4
export LEC_CHECK = 1
export CORE_UTILIZATION = 40
==> design/flow/constraint.sdc <==
current_design axi4_lite_if

set clk_period 6.1
set clk_io_pct 0.2

create_clock -name clk0 -period $clk_period [get_ports {clk}]

set non_clock_inputs [all_inputs -no_clocks]
set_input_delay [expr $clk_period * $clk_io_pct] -clock clk0 $non_clock_inputs
set_output_delay [expr $clk_period * $clk_io_pct] -clock clk0 [all_outputs]
==> results.py <==
# Flow results
metrics = {
    "run_status": {
        "status": "finished, final reports clean",
    },
    "finish": {
        "n_fill_cell": 995,
        "area.growth.synth_to_final_pct": 47.39,
        "drive_gt1_frac": 0.2444,
    },
    "sta": {
        "rsz0062_at_grt": "false",
        "min_period_ns": 3.049,
        "fin_ws_ns": 3.051,
        "max_freq_mhz": 328.0,
        "drv_slew": 0,
        "finalSetupViolations": 0,
        "tns_ns": 0,
        "hold_viol": 0,
        "max_slew.worst_pin.slew_ns": 0.9370,
        "post-route-period-util": 0.4998,
        "slew_headroom": 0.3754,
        "clock_skew_ns": 0.006197,
    },
    "drt": {
        "wl_per_cell_um": 15.86,
        "num_vias": 3641,
        "ant_nets": 0,
        "drt-total-wl_um": 11950,
        "drt_first_pass_iters": 4,
        "drt-vias-per-instance": 4.835,
        "drc": 0,
        "drt_iter0_markers": 175,
        "n_antenna_cell": 0,
    },
    "clock_network": {
        "cts_buffers": 17,
        "clock_sink_count": 138,
        "cts_tree": "done",
        "clkTransAtPathRegs_ns": 0.05,
        "cts_resized": 0,
        "postCtsSetupRepairBufs": 0,
        "cts_buffer_depth": 2,
        "root_buffer": "clkbuf_16",
        "holdBufCountCts": 0,
        "clk_latency_ns": 0.41,
        "h-tree-depth": 4,
    },
    "placement": {
        "gp_congestion": 0.7852,
        "dp_hpwl_um": 8219,
        "place_ws_ns": 2.638,
        "port_buffers": 174,
    },
    "global_route": {
        "grt_start_max_net_pins": 78,
        "grt_pass1_vias": 3769,
        "grt_usage": 0.1854,
        "grt_overflow_total": 0,
        "grt_pass1_wl_um": 19590,
        "grt_antenna_before_repair": 1,
    },
    "worst_setup_path": {
        "crit_family": "simple AND/OR/NAND/NOR gates",
        "criticalPathCategory": "input pin to flop",
        "critPathArrivalTime_ns": 3.29,
        "path_buffers": 2,
        "critPathRequiredTime_ns": 6.34,
        "slowest_delay_ns": 0.89,
        "worst_setup_path_end_kind": "flop",
        "crit_fanout": 43,
        "cp-start-kind": "input pin",
        "path_cells": "clkdlybuf4s50_1, nand2_1, nor2_4, buf_4, and4_1, a21oi_1",
        "crit_path_top_delay_cell": "and4_1",
    },
    "die": {
        "dieHeight_um": 117.7,
        "die_x_um": 117.7,
        "rows": 41,
        "die-area_um2": 13850,
        "ioPinCount": 175,
        "fp.coreArea_um2": 12820,
        "fp_util": 0.4173,
    },
    "synthesis": {
        "yosys_area_um2": 5351,
        "synth.ff_latch_count": 138,
        "yosys.cell_types.count": 25,
        "ys_seq_share": 0.6453,
        "syn_inst": 390,
        "ys_cells": 390,
        "synth_area_per_cell_um2": 13.72,
        "synth_warnings": 1,
        "syn-cell-area_um2": 5351,
    },
    "power": {
        "peakVddDrop_mv": 0.2216,
        "power_density_nw_per_um2": 294.3,
        "p_leak_nw": 3.299,
    },
    "run": {
        "drv_cap": 0,
        "warnings": 25,
    },
    "worst_hold_path": {
        "min_path_type": "flop to flop",
    },
}
==> synth_stat cells <==
cell	count	area, µm²
a21oi_1	24	120.1
a31o_2	8	70.07
a31oi_1	1	6.260
and3_1	1	6.260
and3b_1	2	17.52
and4_1	3	26.28
buf_1	3	11.26
buf_2	2	10.01
buf_6	3	33.78
clkbuf_1	13	48.80
dfrtp_1	138	3453
inv_1	1	3.750
mux2_1	2	22.52
mux2_2	94	1059
mux2i_1	2	20.02
nand2_1	28	105.1
nand3_1	1	5.000
nand4_1	2	12.51
nor2_1	32	120.1
nor2b_1	11	68.82
nor3_1	2	10.01
nor3b_1	1	7.510
nor4_1	14	87.58
nor4_4	1	21.27
o21ai_0	1	5.000
==> power breakdown <==
group          leakage [nW]  total [mW]  switching [mW]  internal, mW
Clock                 0.308        1.07           0.355         0.714
Sequential             1.65        1.03          0.0411         0.988
Combinational          1.35       0.223          0.0897         0.134
Total                  3.30        2.32           0.485          1.84
==> area by class of cell <==
type	count	area, µm²	area share
well taps	172	215.2	0.02728
repair buffers	180	1788	0.2267
multi-input cells	230	1805	0.2289
clock buffers	24	481.7	0.06107
clock inverters	8	140.1	0.01777
flip-flops and latches	138	3453	0.4378
inverters	1	3.754	0.0004759
==> metrics by stage <==
step | utilization | hold slack, ns | area [µm²] | power (mW) | std cells
floorplan | - | 0.3824 | 5351 | 1.143 | 390
global placement | 0.5665 | 0.4216 | 7266 | 1.266 | 721
detailed placement | 0.5665 | 0.4287 | 7266 | 1.271 | 721
CTS | 0.6150 | 0.4356 | 7888 | 2.354 | 753
global route | 0.6150 | 0.4556 | 7888 | 2.420 | 753
finish | 0.6150 | 0.4314 | 7888 | 2.321 | 753
==> per-layer routing <==
layer  GRT usage  routed length (µm)  vias up
met1      0.2910                5579     1792
met5           0                   0        -
met2      0.2743                5358      109
li1            -                   -     1733
met3     0.05879                 898        7
met4     0.02003                 109        0
==> worst reg2reg max path: cells and delay by family, from the launching register on <==
family,cells,cell delay (ns)
simple gates,3,1.04
flops,1,0.38
mux,1,0.42
buf+inv,1,0.44
==> cells in the final DEF (no fill, tap or decap), types with 3 or more instances in the layout <==
cell type	count
clkdlybuf4s50_1	173
dfrtp_1	138
mux2_2	94
nor2_1	30
nand2_1	28
a21oi_1	24
clkbuf_16	17
nor4_1	14
nor2b_1	9
a31o_2	8
buf_4	6
clkinv_2	4
clkbuf_1	4
bufinv_16	4
and4_1	3
clkbuf_8	3
==> kinds of logic (layout without fill, tap and decap cells) <==
family                 after synthesis  after routing  share of synthesized area
buffers and inverters               22            213                    0.02011
AND/OR/NAND/NOR                     98             98                    0.09119
multiplexers                        98             98                     0.2058
flip-flops                         138            138                     0.6453
AND-OR/OR-AND                       34             34                    0.03764
==> final timing paths <==
check | startpoint | to | slack [ns] | depth (start not counted)
worst max-delay path | rready | rdata[15] | 3.05 | 6
worst min-delay path | stop | stop | 0.43 | 1
worst max register to register | awaddr_reg[20] | load_reg[18] | 3.71 | 5
worst min register to register | stop | stop | 0.43 | 1
max in group asynchronous | reset_n | araddr_reg[2] | 3.98 | 2
min in group asynchronous | reset_n | araddr_reg[18] | 0.82 | 1
Power is estimated from default activity; no workload was simulated.
